`./config.mk`:
```
export PLATFORM = sky130hd
export DESIGN_NAME = alu
export DESIGN_NICKNAME = alu
export VERILOG_FILES = /design/flow/design.v
export SDC_FILE = /design/flow/constraint.sdc
export NUM_CORES = 4
export LEC_CHECK = 1
export CORE_UTILIZATION = 30
```
`./constraint.sdc`:
```
current_design alu

set clk_period 14.8
set clk_io_pct 0.2

create_clock -name clk0 -period $clk_period

set non_clock_inputs [all_inputs -no_clocks]
set_input_delay [expr $clk_period * $clk_io_pct] -clock clk0 $non_clock_inputs
set_output_delay [expr $clk_period * $clk_io_pct] -clock clk0 [all_outputs]
```
`./design.v`:
```
`timescale 1ns / 10ps
module alu(
   a,    
   b,    
   op,    
	zero,  
   out    
   );
   input [16-1:0] a, b;
   input [2:0] op;
	output zero;
   output [16-1:0] out;
	reg [16-1:0] out; 
always @(a or b or op )
begin
   case(op)
       4'b0000: out = a+b;  
       4'b0001: out = a - b;
       4'b0010: out = a & b;
       4'b0011:  out = a^b;
       4'b0100: out = a << b;
       4'b0101: out = a >> b;
       4'b0110: out = a<=b;
       4'b0111: out = a*b;
       default: out = 1'b0;  
   endcase
end
assign zero = (out == 0) ? 1'b1:1'b0;
endmodule
```
`./run.sh`:
```
#!/bin/bash
# OpenROAD 26Q1-2900-gdf79404cd8, Yosys 0.63+post, stock flow scripts
make -C /OpenROAD-flow-scripts/flow DESIGN_CONFIG=/design/flow/config.mk WORK_HOME=/design/flow/orfs finish
```
==> run_results.csv <==
group,metric,value,unit
run_status,outcome,"finished clean",
synthesis,avgSynthCellArea,7.60,µm²
synthesis,synthMuxAreaShare,9.36,%
cts,postCtsHoldBufs,0,
placement,io_buffers,52,
grt,antenna_found_initial,1,
routing,vias,7534,
synthesis,synthTopLogicFamily,"adder cells",
synthesis,syn_area,7660,µm²
setup_path,critPathTopFamily,"adder cells",
flow_run,warning_count,48,
floorplanning,dieWidth,162,µm
cts,cts_resized,0,
power_and_ir_drop,p_leak,0.00380,µW
setup_path,start_kind,"input port",
synthesis,synth-area-yosys,7660,µm²
layout,drive_gt1_share,5.91,%
setup_path,crit_cells,21,
synthesis,synth.distinct_cells,76,
timing,fin_crit,13.14,ns
setup_path,required,11.84,ns
timing,hold_viol,0,
synthesis,yosys_warnings,1,
synthesis,xor_share,5.55,%
synthesis,top_area_share,21.4,%
timing,fmax,0.0761,GHz
floorplanning,fp-utilization,30.5,%
synthesis,netlist_instances,1008,
power_and_ir_drop,ir_drop,0.0908,mV
timing,slew_headroom,39.3,%
timing,finalCritPeriodShare,88.8,%
timing,setup_slack,1.66,ns
synthesis,ys_sh_aoi,17.8,%
floorplanning,placementRows,58,
floorplanning,die_area,26200,µm²
setup_path,setup.worst_path.class,"input port to primary output",
layout,seq_cell_count,0,
grt,track_usage,22.9,%
min_path,hold_path.class,"input port to primary output",
setup_path,path_cells,"clkdlybuf4s50_1 -> ha_1 -> fa_1 -> inv_1 -> fa_1 -> fa_1 -> fa_1 -> inv_1 -> fa_1 -> inv_1 -> fa_1 -> inv_1 -> ha_1 -> nand2_1 -> o31a_1 -> o21ai_0 -> xnor2_1 -> a2111o_1 -> or4_1 -> nor4_2 -> clkdlybuf4s50_1",
floorplanning,core,25100,µm²
timing,finalSetupViolCount,0,
layout,instances_no_fill,1346,
routing,antenna_left,0,
layout,lay_top_cells,"148 x inv_1, 107 x nand2_1, 82 x fa_1",
layout,clkbuf_count,0,
setup_path,crit_path_frequent_cell,"fa_1",
setup_path,critPathBufInv,6,
placement,dp_hpwl,22100,µm
floorplanning,die_height,162,µm
synthesis,ys_sh_adder,34.7,%
placement,dp.cells,1346,
cts,cts_setup_buffers,0,
routing,post_drt_wl_per_cell,21.2,µm
setup_path,cpPeakStageDelay,0.85,ns
routing,drt_iter0_drc,498,
grt,grt_max_degree,44,
synthesis,ys_seq_share,0,%
power_and_ir_drop,power_density,115,nW/µm²
layout,syn_to_final_growth,10.5,%
routing,remaining_drc_errors,0,
routing,first_pass_iters,5,
synthesis,area_leaders,"fa_1 21%, ha_1 13%, inv_1 7.3%",
setup_path,arrival,10.18,ns
layout,seqCellArea,0,µm²
routing,via_per_inst,5.60,
timing,drv_slew,0,
setup_path,critPathSlowestCell,"clkdlybuf4s50_1",
timing,tns,0,ns
layout,final_common_cell,"inv_1",
placement,place.gp.congestion,1.02,
grt,gr-total-overflow,0,
setup_path,crit_path_end_kind,"primary output",
timing,rsz0062_at_grt,"no",
synthesis,yosysTopAreaCell,"fa_1",
floorplanning,num_io_pins,52,
routing,routed_wirelength,28500,µm
setup_path,cp-startpoint,"a[5]",
flow_run,timing.max_cap.violations,0,
setup_path,path_max_fanout,18,
placement,pre_cts_slack,1.68,ns
routing,num_antenna_cells,0,
synthesis,synth-simple-area-share,21.5,%
timing,worstMarginPinSlew,0.902,ns
grt,grt_pass1_wl,44300,µm
synthesis,ys_cells,1008,
grt,grt_pass1_vias,7547,
setup_path,endpoint,"zero",
metrics by stage:
stage	utilization (%)	hold slack [ns]	power (µW)	cell area [µm²]
2_1_floorplan	-	6.09	686	7660
3_3_place_gp	33.7	7.22	956	8470
3_5_place_dp	33.7	7.22	956	8470
4_1_cts	33.7	7.24	964	8470
5_1_grt	33.7	7.34	1100	8470
6_report	33.7	7.25	973	8470
report_power, final:
part           leakage (µW)  switching, µW  total, µW  internal, µW
registers                 0              0          0             0
clock network             0              0          0             0
logic               0.00380            554        973           419
total               0.00380            554        973           419
cells by family after synthesis:
logic type	after synthesis
simple gates	328
buf+inv	217
compound gates	202
fa+ha+maj	163
mux	51
xor+xnor	47
tightest hold or removal path, cell delays in order:
cell             delay (ns)
clkdlybuf4s50_1        0.40
buf_4                  0.25
a21oi_1                0.17
a31oi_1                0.08
clkdlybuf4s50_1        0.41
cell type report:
cell class | count | area [µm²]
fill | 2712 | 16600
inverter | 149 | 559
multi-input combinational | 791 | 6800
tap | 330 | 413
timing repair buffer | 76 | 691
worst min-delay path by stage:
| stage | startpoint | end | slack (ns) | depth (start not counted) |
|---|---|---|---|---|
| 6_report | op[2] | out[0] | 7.25 | 5 |
| 5_1_grt | op[2] | out[0] | 7.34 | 5 |
| 4_1_cts | op[2] | out[0] | 7.24 | 5 |
per-layer routing:
metal,track usage (%),vias to the layer above,share of wire (%)
met1,32.1,3651,42
met5,0.379,-,0.032
met2,34.1,384,44
li1,-,3434,-
met4,7.12,2,3.4
met3,7.06,63,10
cells in the mapped netlist (all sizes together) (15+ instances only):
cell and count:
o21ai 43, a211oi 15, ha 81, nor2 54, nand2 107, and2 56, mux2i 27, inv 148
clkbuf 52, mux4 15, nor3 22, fa 82, xnor2 36, a21oi 44, buf 16
Power figures rest on the tool's default switching activity, not on a simulated workload.
