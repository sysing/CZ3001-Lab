`flow/design.v`:
```
`timescale 1ns / 10ps
module ID_EXE_stage (
	input  clk,  rst, 
	input [16-1:0] rdata1_in_ID_EXE,
	input [16-1:0] rdata2_in_ID_EXE,
	input [16-1:0] wdata_in,
	input [4-1:0] waddr_in_ID_EXE,
	input [16-1:0] imm_in,
	input [16-1:0] nPC_in,
	input [2:0] opcode_in,
	input wen,
	input branch,
	input memWrite,
	input memRead,
	input memtoReg,
	input jal,  
	output reg [16-1:0] rdata1_out_ID_EXE,
	output reg [16-1:0] rdata2_out_ID_EXE,
	output reg [16-1:0] wdata_out_ID_EXE,
	output reg [16-1:0] imm_out,
	output reg [16 - 1:0]nPC_out,
	output reg [2:0] opcode_out,
	output reg[4-1:0]waddr_out_ID_EXE,
	output reg wen_out_ID_EXE,
	output reg branch_out_ID_EXE,
	output reg memWrite_out_ID_EXE,
	output reg memRead_out_ID_EXE,
	output reg memtoReg_out_ID_EXE,
	output reg jal_ID_EXE  
);
always @ (posedge clk) begin
	if(rst)
	begin
		rdata1_out_ID_EXE <= 0;
		rdata2_out_ID_EXE <= 0;
		wdata_out_ID_EXE <=0;
		imm_out<=0;
		nPC_out<=0;
		opcode_out<=0;
		waddr_out_ID_EXE <= 0;
		wen_out_ID_EXE<=0;
		branch_out_ID_EXE<=0;
		memWrite_out_ID_EXE<=0;
		memRead_out_ID_EXE <= 0;
		memtoReg_out_ID_EXE<=0;
		jal_ID_EXE<=0;  
	end
   else
	begin
		rdata1_out_ID_EXE <= rdata1_in_ID_EXE;
		rdata2_out_ID_EXE <= rdata2_in_ID_EXE;
		wdata_out_ID_EXE <= wdata_in;
		imm_out<= imm_in;
		nPC_out<=nPC_in;
		opcode_out<=opcode_in;
		waddr_out_ID_EXE <= waddr_in_ID_EXE;
		wen_out_ID_EXE<=wen;
		branch_out_ID_EXE<=branch;
		memWrite_out_ID_EXE<=memWrite;
		memRead_out_ID_EXE <= memRead;
		memtoReg_out_ID_EXE<=memtoReg;
		jal_ID_EXE<=jal;  
	end
end
endmodule
```
`flow/run.sh`:
```
#!/bin/bash
# OpenROAD 26Q1-2900-gdf79404cd8, Yosys 0.63+post, stock flow scripts
make -C /OpenROAD-flow-scripts/flow DESIGN_CONFIG=/design/flow/config.mk WORK_HOME=/design/flow/orfs finish
```
`flow/config.mk`:
```
export PLATFORM = sky130hd
export DESIGN_NAME = ID_EXE_stage
export DESIGN_NICKNAME = ID_EXE_stage
export VERILOG_FILES = /design/flow/design.v
export SDC_FILE = /design/flow/constraint.sdc
export NUM_CORES = 4
export LEC_CHECK = 1
export CORE_UTILIZATION = 30
```
`flow/constraint.sdc`:
```
current_design ID_EXE_stage

set clk_period 1.0
set clk_io_pct 0.2

create_clock -name clk0 -period $clk_period [get_ports {clk}]

set non_clock_inputs [all_inputs -no_clocks]
set_input_delay [expr $clk_period * $clk_io_pct] -clock clk0 $non_clock_inputs
set_output_delay [expr $clk_period * $clk_io_pct] -clock clk0 [all_outputs]
```
==> flow_summary.json <==
{
  "status": "finished, final reports clean",
  "io_buffers": 187,
  "crit_family": "flip-flops",
  "yosys-top-cells-count": "dfxtp_1 (93), nor2b_1 (93), buf_2 (9)",
  "fp_util_pct": 31.6,
  "swShare_pct": 19.1,
  "dp_hpwl_mm": 4.53,
  "slew_headroom_pct": 85.9,
  "cp.arrival_ns": 0.76,
  "route.detailed.drc": 0,
  "rows": 32,
  "clkPwrFrac_pct": 35.7,
  "rsz0062_at_grt": "yes",
  "n_antenna_cell": 0,
  "numClockSinks": 93,
  "clockBufferDepth": 2,
  "overflow": 0,
  "peakVddDrop_mv": 0.917,
  "grt_usage_pct": 13.9,
  "tritoncts": "yes",
  "wl_mm": 5.98,
  "critPathSlowestCell": "dfxtp_2",
  "drt_iter0_drc": 29,
  "switchingPower_mw": 1.38,
  "critPathLaunchType": "flip-flop",
  "numCtsBuffers": 9,
  "required_ns": 0.80,
  "top_cells_by_area": "dfxtp_1 (75%), nor2b_1 (23%), buf_2 (1.8%)",
  "logic_area_um2": 582,
  "yosys.stat.seqShare_pct": 74.6,
  "fin_crit_ns": 0.964,
  "dieArea_um2": 8690,
  "path_class": "reg -> out",
  "ant_nets": 0,
  "warning_count": 26,
  "core_area_um2": 7890,
  "final_area_um2": 4230,
  "top_area_share_pct": 74.6,
  "io_pins": 188,
  "ys_cells": 196,
  "hold_viol": 0,
  "power_mw": 7.22,
  "crit_path_cell_trace": "buf_2",
  "ys.flop_type": "dfxtp_1",
  "syn_to_final_growth_pct": 69.5,
  "viasPerCell": 3.82,
  "die_x_um": 93.2,
  "root_buffer": "clkbuf_8",
  "intPower_mw": 5.84,
  "edf_count": 0,
  "max_freq_mhz": 1040,
  "postSynth.asyncResetShare_pct": 0,
  "gp_congestion": 0.737,
  "grt_max_degree": 43,
  "yosysWarnings": 1,
  "worst_slew_pin_slew_ns": 0.211,
  "cp_num_buf_inv": 1,
  "placed_area_um2": 4490,
  "p_leak_nw": 1.92,
  "syn-instance-count": 196,
  "cap_violations": 0,
  "numSynthFlops": 93,
  "finalClockPeriodUsage_pct": 96.4,
  "vias": 1883,
  "die_y_um": 93.2,
  "drive_gt1_share_pct": 29.4,
  "crit_path_end_kind": "output pin",
  "path_clk_slew_ns": 0.08,
  "power.density_nw_per_um2": 1710,
  "synth_area_per_cell_um2": 12.7,
  "combPwrFrac_pct": 9.8,
  "yosys.area.top_type": "dfxtp_1",
  "hold_path_class": "in -> reg",
  "first_pass_iters": 4,
  "syn-cell-area_um2": 2500,
  "grt_pass1_wl_mm": 9.08,
  "regArea_um2": 1870,
  "ctsHoldBuffers": 0,
  "synth.distinct_cells": 4,
  "pwr-share-seq_pct": 54.5,
  "antenna_found_initial": 0,
  "wl_per_cell_um": 12.1,
  "htree_levels": 3,
  "fillers": 726,
  "finalSetupViolCount": 0,
  "first_global_vias": 1803,
  "max_stage_delay_ns": 0.32,
  "crit_fanout": 1,
  "ys_area_um2": 2500,
  "maxSlewViolCount": 0
}
## worst paths after layout
kind | startpoint | endpoint | depth (start not counted)
hold / removal | rst | waddr_out_ID_EXE[3] | 2
setup / recovery | rdata2_out_ID_EXE[12] | rdata2_out_ID_EXE[12] | 1
## flip-flops by register name (all words and copies together), names as in the netlist
signal / cells
memRead_out_ID_EXE: 1
rdata1_out_ID_EXE: 16
nPC_out: 16
branch_out_ID_EXE: 1
wdata_out_ID_EXE: 16
memtoReg_out_ID_EXE: 1
waddr_out_ID_EXE: 4
jal_ID_EXE: 1
imm_out: 16
memWrite_out_ID_EXE: 1
opcode_out: 3
rdata2_out_ID_EXE: 16
wen_out_ID_EXE: 1
## cells by family after synthesis
kind of cell	Yosys count	synth area share, %
buf+inv	10	2.11
flops	93	74.6
simple gates	93	23.3
## layout make-up
class / instances / area share (%)
Multi-Input combinational cell: 93 / 13.7
Tap cell: 102 / 3.02
Clock inverter: 4 / 1.74
Clock buffer: 11 / 3.10
Timing Repair Buffer: 190 / 34.2
Sequential cell: 93 / 44.1
## per-stage QoR
stage          setup slack [ns]  TNS [ns]  utilization (%)  std cells  hold slack, ns
2_1_floorplan             0.340         0                -        196           0.328
3_3_place_gp             0.0164         0             56.9        478           0.526
3_5_place_dp             0.0190         0             56.9        478           0.530
4_1_cts                  0.0129         0             53.6        493           0.160
5_1_grt                 -0.0169   -0.0780             53.6        493           0.184
6_report                 0.0360         0             53.6        493           0.178
## metal layers
layer	vias to the layer above	share of wire (%)	global-route usage, %
li1	964	-	-
met1	797	39	17.8
met2	109	46	22.2
met3	13	12	5.71
met4	0	2.7	3.59
met5	-	0	0
## layout by cell type, fill, tap and decap left out, drive strengths merged
cell type | netlist | final
clkbuf | 0 | 11
bufinv | 0 | 2
nor2b | 93 | 93
dfxtp | 93 | 93
clkinv | 0 | 2
clkdlybuf4s50 | 0 | 93
buf | 10 | 97
## repair_timing
action | in CTS | in global routing
gates resized | 287 | 2
endpoints found under the setup margin | 93 | 14
setup buffers | 0 | 0
pin swaps | 0 | 0
## power by group through the flow
stage / logic, mW / registers, mW / clock network (mW)
6_report: 0.707 / 3.94 / 2.58
5_1_grt: 0.779 / 3.96 / 2.83
4_1_cts: 0.721 / 3.94 / 2.69
No activity file was given, so power comes from the tool's default toggle rates.
